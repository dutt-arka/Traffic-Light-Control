==> /design/flow/design.v <==
`timescale 1ms / 1ns
module controller(main_road_light,side_road_light,SENSOR,clk,second);
parameter MG_SR=2'b00,  
        MY_SR=2'b01,  
        MR_SG=2'b10,  
        MR_SY=2'b11;  
input SENSOR,  
    clk;
output reg[3:0] main_road_light,
                side_road_light;
reg[1:0] state,next_state;  
output reg[7:0] second=-1;  
initial state<=2'b00;  
initial main_road_light<=3'b001;  
initial side_road_light<=3'b100;  
always@(posedge clk)begin 
    state<=next_state;  
end
always @(*) begin  
    case(state) 
        MG_SR:
            begin
               main_road_light<=3'b001;  
               side_road_light<=3'b100;  
               if((SENSOR==1))begin 
                       next_state<=MY_SR;end  
            end
        MY_SR:
            begin
                main_road_light<=3'b010;  
                side_road_light<=3'b100;  
                    if(second==9)begin  
                    next_state<=MR_SG;end      
            end
        MR_SG:
            begin
                main_road_light<=3'b100;  
                side_road_light<=3'b001;  
                    if(second==19)begin  
                    next_state<=MR_SY;end        
            end
        MR_SY:
            begin
                main_road_light<=3'b100;  
                side_road_light<=3'b010;   
                if(SENSOR==0) begin       
                    next_state<=MG_SR;end  
            end
        default state<=MG_SR;  
        endcase
 end
 always@(posedge clk)begin
    if(state!=next_state)begin  
        state<=next_state;
        second<=0;end          
     else begin
        second<=second+1;end  
 end
 endmodule
==> /design/flow/run.sh <==
#!/bin/bash
# OpenROAD 26Q1-2900-gdf79404cd8, Yosys 0.63+post, stock flow scripts
make -C /OpenROAD-flow-scripts/flow DESIGN_CONFIG=/design/flow/config.mk WORK_HOME=/design/flow/orfs finish
==> /design/flow/config.mk <==
export PLATFORM = sky130hd
export DESIGN_NAME = controller
export DESIGN_NICKNAME = controller
export VERILOG_FILES = /design/flow/design.v
export SDC_FILE = /design/flow/constraint.sdc
export NUM_CORES = 4
export LEC_CHECK = 1
export CORE_AREA = 10 10 72 72
export DIE_AREA = 0 0 82 82
==> /design/flow/constraint.sdc <==
current_design controller

set clk_period 2.2
set clk_io_pct 0.2

create_clock -name clk0 -period $clk_period [get_ports {clk}]

set non_clock_inputs [all_inputs -no_clocks]
set_input_delay [expr $clk_period * $clk_io_pct] -clock clk0 $non_clock_inputs
set_output_delay [expr $clk_period * $clk_io_pct] -clock clk0 [all_outputs]
==> ci_impl_report.md <==
### Metrics collected by this job

| Metric | Value |
|---|---|
| Last stage the flow got to | `synthesis` |
| Post-synth cell types | `21` |
| Register bit total from synthesis | `14` |
| Total cell area reported by yosys after synthesis | `621 sq um` |
| Top cell type by total area after synthesis | `sky130_fd_sc_hd__dfxtp_1` |
| Primary FF master, synth | `sky130_fd_sc_hd__dfxtp_1` |
| Async S/R FF share, synth | `0%` |
| Top cells by instance count after synthesis | `sky130_fd_sc_hd__dfxtp_1, sky130_fd_sc_hd__ha_1, sky130_fd_sc_hd__nor2_1` |
| Post-synth tally of flip-flops with integrated enable | `2` |
| Err | `ERROR: Found 2 problems in 'check -assert'.` |
| Cell area leaders | `sky130_fd_sc_hd__dfxtp_1, sky130_fd_sc_hd__ha_1, sky130_fd_sc_hd__edfxtp_1, sky130_fd_sc_hd__dlxtn_1, sky130_fd_sc_hd__xnor2_1` |
| Area share of the leading cell type in the synthesized netlist | `32.3%` |
| Library cell with the highest instance count after synthesis | `sky130_fd_sc_hd__dfxtp_1` |
| Outcome | `aborted with a tool error` |
| Yosys warnings | `1` |
| Number of standard cells reported by yosys | `roughly 64` |
==> kinds of logic after synthesis <==
family | share of synthesized area (%)
AND-OR/OR-AND | 7.26
XOR/XNOR | 7.06
latches | 4.84
multiplexers | 1.61
buffers and inverters | 5.44
adder cells (fa/ha/maj) | 14.1
AND/OR/NAND/NOR | 17.1
other | 0.604
flip-flops | 41.9
